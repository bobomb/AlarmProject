`flow/run.sh`:
```
#!/bin/bash
# OpenROAD 26Q1-2900-gdf79404cd8, Yosys 0.63+post, stock flow scripts
make -C /OpenROAD-flow-scripts/flow DESIGN_CONFIG=/design/flow/config.mk WORK_HOME=/design/flow/orfs finish
```
`flow/config.mk`:
```
export PLATFORM = sky130hd
export DESIGN_NAME = multiplexor
export DESIGN_NICKNAME = multiplexor
export VERILOG_FILES = /design/flow/design.v
export SDC_FILE = /design/flow/constraint.sdc
export NUM_CORES = 4
export LEC_CHECK = 1
export CORE_AREA = 10 10 70 70
export DIE_AREA = 0 0 80 80
```
`flow/constraint.sdc`:
```
current_design multiplexor

set clk_period 1.9
set clk_io_pct 0.2

create_clock -name clk0 -period $clk_period

set non_clock_inputs [all_inputs -no_clocks]
set_input_delay [expr $clk_period * $clk_io_pct] -clock clk0 $non_clock_inputs
set_output_delay [expr $clk_period * $clk_io_pct] -clock clk0 [all_outputs]
```
`flow/design.v`:
```
module multiplexor(
  input [15:0]current_time, 
  input [15:0] alarm_time, 
  input [15:0] keypad_time, 
  input [1:0] selector,
  output reg[3:0] segment_0, 
  output reg[3:0] segment_1, 
  output reg[3:0] segment_2, 
  output reg[3:0] segment_3
  );
parameter DISP_SHOW_CURRENT = 2'h0;
parameter DISP_SHOW_ALARM = 2'h1;
parameter DISP_SHOW_KEYPAD = 2'h2;
always@(selector, current_time, alarm_time, keypad_time) begin
  case(selector)
    DISP_SHOW_CURRENT : begin
      segment_0 <= current_time[3:0];
      segment_1 <= current_time[7:4];
      segment_2 <= current_time[11:8];
      segment_3 <= current_time[15:12];
    end
    DISP_SHOW_ALARM : begin
      segment_0 <= alarm_time[3:0];
      segment_1 <= alarm_time[7:4];
      segment_2 <= alarm_time[11:8];
      segment_3 <= alarm_time[15:12];
    end
    DISP_SHOW_KEYPAD : begin
      segment_0 <= keypad_time[3:0];
      segment_1 <= keypad_time[7:4];
      segment_2 <= keypad_time[11:8];
      segment_3 <= keypad_time[15:12];
    end
    default: begin  
      segment_0 <= current_time[3:0];
      segment_1 <= current_time[7:4];
      segment_2 <= current_time[11:8];
      segment_3 <= current_time[15:12];
    end
  endcase
end
endmodule
```
==> deck_impl_summary.md <==
Implementation Results

Status
  – Status: complete, no violations

Routing
  – WL/cell: 14.14 um
  – First drt pass iteration count: 2
  – Post-route DRC: 0
  – Total number of vias: 732
  – Vias per std cell: 4.067
  – Ant. Diodes: 0
  – Total Wirelength: 2.546 mm
  – Routed Antenna Nets: 0
  – Iteration-0 DRC Markers: 18

Hold path
  – Path category of the worst min-delay check: in -> out

Critical path
  – Req. time, crit path: 1.52 ns
  – CP arrival: 1.46 ns
  – Startpoint types: input port
  – Kind of critical path: in -> out
  – Worst Setup End Kind: output pin
  – CP Cell Sequence: buf_6, inv_4, ha_4, buf_6, buf_6, buf_4, nand2_1, o21ai_2, dlygate4sd2_1
  – Worst path max stage delay: 0.25 ns
  – CP dominant cell by count: buf_6
  – Crit path max-delay cell type: ha_4
  – Critical path peak fanout: 4

Placed design
  – Placer Congestion: 0.7849
  – Dpl hpwl: 1.991 mm
  – PortBufs: 66
  – Dpl cell area: 1110 um2
  – Post-Place Setup Slack: -0.5726 ns

Floorplanning
  – IO Pins: 66
  – Chip footprint: 6400 um2
  – FP Util: 12.27%
  – # rows: 21
  – Die height: 80 um
  – Core ar.: 3416 um2
  – Die Wd: 80 um

Layout
  – Share of layout cells above drive strength 1: 29.85%
  – P&R area growth vs syn: 199.1%
  – Logic area: 375.4 um2
  – Filler cells: 349
  – Register area: 0 um2
  – Final Cell Area: 1254 um2
  – Flop count: 0
  – Utilization after layout: 36.70%
  – # clk buffers: 0

Timing
  – Endpoints failing setup: 0
  – Worst Hold Margin: 1.357 ns
  – Setup TNS Final: 0 ns
  – Fin crit period: 1.837 ns
  – Final Hold Vio Count: 0
  – Setup repair after global routing missed its margin: no
  – Final Cycle Share: 96.70%
  – Pins over their slew limit: 0
  – Slew @ Worst Pin: 0.2048 ns
  – Slew margin rel.: 86.35%
  – Post-route worst setup slack: 0.06264 ns
  – Peak Freq: 544.3 MHz

GRT
  – Largest net degree at the start of global routing: 10
  – GRT overflow: 0
  – Total track usage: 7.573%
  – First-pass GRT wire length: 4.008 mm
  – Number of global-route vias before repair: 822
  – Initial antenna violation count: 0

Logic synthesis
  – Total number of yosys warnings: 1
  – Post-synthesis sequential area ratio: 0%
  – Netlist cell types: 12
  – Yosys synthesis chip area: 419.2 um2
  – Post-Syn Area per Cell: 7.104 um2
  – Cells after synthesis: 59
  – Yosys Instances: 59
  – Cell area after synthesis: 419.2 um2

Pwr
  – Peak VDD IR: 0.1050 mV
  – Total power per unit cell area: 259.4 nW/um2
  – Total leakage power: 0.5106 nW

Job
  – Max-cap viol count: 0
  – Log Warnings: 33
critical path, delay by kind of cell:
family | cells | cell delay (ns)
AOI/OAI and AO/OA | 1 | 0.05
buffers and inverters | 6 | 0.70
and+or+nand+nor | 1 | 0.07
adders and majority gates | 1 | 0.25
layout make-up:
class	instances	share of cell area, %
timing repair buffer	82	64.67
tap	46	4.591
multi-input combinational	50	29.94
inverter	2	0.7984
repair_timing:
item	in CTS	in global routing
hold endpoints to repair	0	0
setup endpoints to repair	16	9
pin swaps	2	1
gates resized	55	10
gates cloned	5	0
buffers inserted	4	1
hold buffers	0	0
through the flow:
| stage | total power [mW] | instances |
|---|---|---|
| 3_3_place_gp | 0.2740 | 170 |
| 2_1_floorplan | 0.08405 | 59 |
| 6_report | 0.3253 | 180 |
| 5_1_grt | 0.3547 | 180 |
| 4_1_cts | 0.3252 | 179 |
| 3_5_place_dp | 0.2760 | 170 |
routing by layer:
layer | vias to the layer above | wire length [um] | global-route usage (%)
li1 | 370 | - | -
met4 | 0 | 14 | 0.5282
met1 | 317 | 1132 | 9.492
met5 | - | 0 | 0
met2 | 43 | 1096 | 12.04
met3 | 2 | 303 | 3.523
cells in the final DEF (no fill, tap or decap), types with 3 or more instances in the layout:
cell type        Yosys  final
dlygate4sd2_1        0     10
buf_6                2      8
a22oi_2             10     10
o21ai_2              1      4
o21ai_1              9     11
buf_4                0      6
a22oi_1              6      6
nand2_1             16     16
clkdlybuf4s50_1      0     48
clkbuf_2             0      3
final timing paths:
path / start / endpoint / cells after the start
worst max-delay path: selector[0] / segment_2[3] / 9
worst min-delay path: current_time[9] / segment_2[1] / 4
power breakdown:
| part | switching [mW] | internal, mW | leakage (nW) |
|---|---|---|---|
| sequential | 0 | 0 | 0 |
| combinational | 0.101 | 0.225 | 0.511 |
| clock | 0 | 0 | 0 |
| total | 0.101 | 0.225 | 0.511 |
cell usage after synthesis:
cell type  count  area share [%]
a22oi_1        6              11
a22oi_2       10              30
buf_12         1             4.8
buf_2          3             3.6
buf_6          2             5.4
buf_8          1             3.6
ha_1           2             6.0
inv_1          2             1.8
nand2_1       16              14
o21ai_0        6             7.2
o21ai_1        9              11
o21ai_2        1             2.1
cell families after synthesis:
| group | count (synthesis) | synth area share, % |
|---|---|---|
| AND-OR/OR-AND | 32 | 60.60 |
| AND/OR/NAND/NOR | 16 | 14.33 |
| buffers and inverters | 9 | 19.10 |
| adder cells (fa/ha/maj) | 2 | 5.969 |
Power and IR drop assume default switching activity.
