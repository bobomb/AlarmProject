===== flow/design.v =====
module comparator(
  input wire clk,
  input[15:0] current_time, 
  input[15:0] alarm_time, 
  output reg sound_alarm
  );
initial begin
  sound_alarm <= 0;
end
always@(posedge clk) begin
  if(current_time == alarm_time)
    sound_alarm <= 1;
  else
    sound_alarm <= 0;
end
endmodule

===== flow/run.sh =====
#!/bin/bash
# OpenROAD 26Q1-2900-gdf79404cd8, Yosys 0.63+post, stock flow scripts
make -C /OpenROAD-flow-scripts/flow DESIGN_CONFIG=/design/flow/config.mk WORK_HOME=/design/flow/orfs finish

===== flow/config.mk =====
export PLATFORM = sky130hd
export DESIGN_NAME = comparator
export DESIGN_NICKNAME = comparator
export VERILOG_FILES = /design/flow/design.v
export SDC_FILE = /design/flow/constraint.sdc
export NUM_CORES = 4
export LEC_CHECK = 1
export CORE_AREA = 10 10 70 70
export DIE_AREA = 0 0 80 80

===== flow/constraint.sdc =====
current_design comparator

set clk_period 2.0
set clk_io_pct 0.2

create_clock -name clk0 -period $clk_period [get_ports {clk}]

set non_clock_inputs [all_inputs -no_clocks]
set_input_delay [expr $clk_period * $clk_io_pct] -clock clk0 $non_clock_inputs
set_output_delay [expr $clk_period * $clk_io_pct] -clock clk0 [all_outputs]

==> run summary <==
Grt total ovfl - 0
Area contributors post-synth - xnor2_1, nand4_1, dfxtp_1, nor4_2
Final setup viols - 0
Post-detailed-placement half-perimeter wirelength - 926 um
Power Density - 209 nW/um^2
Seq share, synth - 10.1%
Fin. max-slew vios - 0
Fin util - 17.1%
Post-route minimum period - 1.52 ns
Share of layout cells above drive strength 1 - 1.82%
Status - complete, no violations
Fa+ha+maj area frac - 0%
Final setup TNS - 0 ns
Tot GR Track Use - 2.75%
First-pass GRT wire length - 1430 um
Cells after DPL - 101
WL met1 - 510 um
# fillers - 391
P&R area growth vs syn - 196%
Rows - 21
Seq cells post-synth - 1
Synth area leader - xnor2_1
Slew of the pin with the lowest slew margin - 0.168 ns
# Max-Cap Violations - 0
Synthesized cell area - 198 sq um
Yosys Chip Area - 198 sq um
Clk slew on worst S/H paths - 0 ns
Setup Fix Bufs, Post-CTS - 0
DR WL/cell - 9.37 um
Final GP Congestion - 0.799
Hold crit path type - reg -> out
Kind of critical path - in -> reg
FP Util - 5.79%
Fmax - 656 MHz
Xor+xnor area frac - 70.9%
Critical path launch point type - input port
Die span in y - 80 um
Core ar. - 3420 sq um
Simple share - 19.0%
Cell count after synthesis - 22
Met3 WL - 223 um
# DRC - 0
Yosys warns - 1
Final total power - 122 uW
Most common logic cell in the routed design - clkdlybuf4s50_1
Mean Syn Cell Area - 8.99 sq um
Die footprint - 6400 sq um
Via density - 2.65
Maximum number of pins on one net before global-route repair - 2
LEAKAGE - 0.000172 uW
First-pass DRT Iterations - 1
Max Used Layer - met3
Ant. Diodes - 0
Vias in the first global route - 327
CTS resizes - 0
DR iter-0 viols - 0
Cts hold-fix bufs - 0
Die W - 80 um
Top cell area share - 70.9%
Io pins - 34
Port bufs - 33
Post-layout period usage - 76.2%
Post-synth cell types - 4
Largest reg by FF count - sound_alarm
Most frequent cells in the layout - clkdlybuf4s50_1, xnor2_1, nand4_1
Critical path peak fanout - 1
CP required - 1.91 ns
CP arrival - 1.44 ns
Via Count - 268
Top flop regs - sound_alarm: 1 flops
Hold Fails Final Rpt - 0
Maximum VDD drop - 0.0545 mV
Final Non-Filler Cells - 101
Worst setup EP type - flop
RSZ-0062 raised after global routing - no
Yosys aoi share - 0%
Initial antenna violation count - 0
Flip-flop count of the largest register after layout - 1
DRT antenna net count - 0
Area fraction in mux cells - 0%
Routed met2 length - 212 um
Ys cells - 22
Rel. slew slack - 88.7%
Main logic family - XOR/XNOR gates
Tool warnings - 28
Routed WL - 946 um
[worst paths after layout]
path | from | end | slack, ns | depth (start not counted)
max | current_time[10] | sound_alarm | 0.48 | 4
min | sound_alarm | sound_alarm | 1.07 | 1
[cell families after synthesis]
kind of cell,Yosys count
xor+xnor,16
simple gates,5
flops,1
[Yosys cell counts (all sizes together)]
library cell and number:
xnor2 16, nand4 4, dfxtp 1, nor4 1
[power by group]
group	internal [uW]	switching, uW	total (uW)
registers	20.4	0.000231	20.4
clock network	0	0	0
logic	76.8	25.0	102
total	97.1	25.0	122
[layer usage]
metal / vias to the layer above / track usage [%]
li1: 142 / -
met1: 92 / 4.30
met2: 34 / 2.89
met3: 0 / 2.05
met4: 0 / 0
met5: - / 0
[per-stage QoR]
stage / instance area [sq um] / hold WS [ns] / setup slack [ns]
CTS: 586 / 1.07 / 0.456
global placement: 586 / 1.08 / 0.464
floorplan: 198 / 0.596 / 1.03
global route: 586 / 1.08 / 0.378
detailed placement: 586 / 1.07 / 0.456
finish: 586 / 1.07 / 0.475
[area by class of cell]
cell class	count	area, sq um	area share (%)
multi-input combinational	21	178	30.3
sequential	1	20.0	3.42
timing repair buffer	33	330	56.4
tap	46	57.6	9.83
[worst max-delay path, cell delays in order]
cell	delay, ns
clkdlybuf4s50_1	0.47
xnor2_1	0.12
nand4_1	0.17
nor4_2	0.27
Power and IR drop assume default switching activity.
