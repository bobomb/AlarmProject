## design.v

```verilog
module sevensegment(
  input[3:0] number,  
  output reg [6:0] display  
  );
parameter one_seg =   7'b0110000;
parameter two_seg =   7'b1011011;
parameter three_seg = 7'b1001111;
parameter four_seg =  7'b1100110;
parameter five_seg =  7'b1101101;
parameter six_seg =   7'b1111101;
parameter seven_seg = 7'b0000111;  
parameter eight_seg = 7'b1111111;
parameter nine_seg =  7'b1101111;
parameter zero_seg =  7'b0111111;
parameter error_seg=  7'b1011100;
parameter blank_seg=  7'b0001000;
always@(number) begin
  case (number)
    4'h0 : display <= zero_seg;
    4'h1 : display <= one_seg;
    4'h2 : display <= two_seg;
    4'h3 : display <= three_seg;
    4'h4 : display <= four_seg;
    4'h5 : display <= five_seg;
    4'h6 : display <= six_seg;
    4'h7 : display <= seven_seg;
    4'h8 : display <= eight_seg;
    4'h9 : display <= nine_seg;
    4'ha : display <= blank_seg;
    4'hb : display <= error_seg;
    default: display <= error_seg;
  endcase
end
endmodule
```

## run.sh

```bash
#!/bin/bash
# OpenROAD 26Q1-2900-gdf79404cd8, Yosys 0.63+post, stock flow scripts
make -C /OpenROAD-flow-scripts/flow DESIGN_CONFIG=/design/flow/config.mk WORK_HOME=/design/flow/orfs finish
```

## config.mk

```make
export PLATFORM = sky130hd
export DESIGN_NAME = sevensegment
export DESIGN_NICKNAME = sevensegment
export VERILOG_FILES = /design/flow/design.v
export SDC_FILE = /design/flow/constraint.sdc
export NUM_CORES = 4
export LEC_CHECK = 1
export CORE_AREA = 10 10 70 70
export DIE_AREA = 0 0 80 80
```

## constraint.sdc

```tcl
current_design sevensegment

set clk_period 1.4
set clk_io_pct 0.2

create_clock -name clk0 -period $clk_period

set non_clock_inputs [all_inputs -no_clocks]
set_input_delay [expr $clk_period * $clk_io_pct] -clock clk0 $non_clock_inputs
set_output_delay [expr $clk_period * $clk_io_pct] -clock clk0 [all_outputs]
```

==> changes_impl.md <==
### Physical design

* CP Max Fanout at 3
* Critical Path Start Type: input pin
* Largest net degree at the start of global routing at 8
* Slew @ Worst Pin at 0.2016 ns
* Worst setup margin at -0.003031 ns
* Max-area cell share at 0.2597
* Worst hold slack at 1.005 ns
* Power per cell area at 272.9 nW/um^2
* Routed wire per std cell at 8.489 um
* Yosys cell count at 27
* Crit path max-delay family: buffers and inverters
* Initial drt markers at 5
* PortBufs at 11
* Critical Path RT at 1.12 ns
* Row cnt at 21
* Slew Viols, Final at 0
* Clk pwr share at 0
* Vias in the first global route at 292
* DRC Markers at 0
* Final period utilization at 1.002
* Register area at 0 um^2
* Gr ovfl total at 0
* Yosys Warn Count at 1
* Syn Inst Count at 27
* Final ANT Viol Nets at 0
* Sw frac at 0.4016
* Yosys cell types at 14
* Max Cap Viol at 0
* DP HPWL at 534.4 um
* VDD IR max at 0.00003782 V
* HP Class: in2out
* First-pass GRT wire length at 1366 um
* Chip height at 80 um
* Pre-Place Util at 0.05641
* Stage-log warning count at 37
* CTS hold repair buffers at 0
* Routability Congestion at 0.6849
* Gr busiest metal: met2
* Met2 usage at 0.04896
* Critical Path Slowest Stage Cell: ha_4
* Area leader, netlist: ha_1
* Initial antenna violation count at 0
* Vias per cell at 2.968
* Chip area at 6400 um^2
* Failing checks: setup timing
* Pint at 79.48 uW
* Final count of negative-setup-slack endpoints at 2
* FMAX at 0.7127 GHz
* I/O Pins at 11
* Die width at 80 um
* Outcome: complete, but fails checks
* Crit Path Category: in2out
* Synthesized cell area at 192.7 um^2
* GRT Total Usage at 0.02494
* Drt first pass iters at 2
* Total power at 132.8 uW
* WP buf/inv at 5
* Grt met3 use at 0.005682
* Design area at 486.7 um^2
* Seq share, synth at 0
* Final hold vios at 0
* Arrival time worst endpoint at 1.12 ns
* Relative slew slack at 0.8656
* CP peak stage delay at 0.20 ns
* Top cells by area, synth: ha_1 26%, mux2i_1 10%, a211o_1 9.1%
* Final WL at 798 um
* Inserted Diodes at 0
* RSZ-0062 raised after global routing: true
* Combinational power share at 1.000
* Syn Area/Cell at 7.136 um^2
* Clock buffers at 0
* Sequential cell fraction of total power at 0
* Crit-path cells: buf_8 -> inv_6 -> ha_4 -> buf_6 -> buf_4 -> o21ai_1 -> buf_2
* Vias at 279
* Core footprint at 3416 um^2
* Syn-to-layout area delta at 152.6%
* Met1 track demand over resource at 0.02769
* Leakage at 0.0002021 uW
* Setup TNS at -0.003071 ns
* Seq cells at 0
* Share of layout cells above drive strength 1 at 0.6875
* Yosys synthesis chip area at 192.7 um^2
* Crit path capture type: output pin
* DP Area at 389.1 um^2
* NetSw at 53.34 uW
* Final min period at 1.403 ns
[power by group through the flow]
stage / logic (uW) / registers, uW / clock network, uW
CTS: 128 / 0 / 0
finish: 133 / 0 / 0
global route: 148 / 0 / 0
[layer usage]
| layer | share of wire | up-vias |
|---|---|---|
| met1 | 0.43 | 132 |
| met3 | 0.078 | 0 |
| met5 | 0 | - |
| li1 | - | 137 |
| met4 | 0 | 0 |
| met2 | 0.49 | 10 |
[final timing paths]
path	startpoint	endpoint	slack, ns	depth (start not counted)
hold / removal	number[0]	display[0]	1.01	5
setup / recovery	number[1]	display[1]	-0.003	7
[layout make-up]
class / instances / area [um^2]
inverters: 3 / 18.77
well taps: 46 / 57.56
multi-input cells: 22 / 224.0
fillers: 392 / 2929
repair buffers: 23 / 186.4
[through the flow]
step                instances  worst slack (ns)    util
floorplan                  27            0.1976       -
global placement           88           -0.8947  0.1139
detailed placement         88           -0.8990  0.1139
CTS                        94          -0.05919  0.1385
global route               94          -0.04811  0.1425
finish                     94         -0.003031  0.1425
[cells in the mapped netlist, drive strengths merged]
master / count
ha: 4
inv: 3
nor2: 3
o21ai: 3
a211o: 2
buf: 2
mux2i: 2
nand2: 2
o22a: 2
a21oi: 1
nand2b: 1
nor2b: 1
or2: 1
[placed cells by master, fill, tap and decap left out, drive strengths merged]
| master | Yosys | final |
|---|---|---|
| buf | 2 | 21 |
| ha | 4 | 4 |
| o21ai | 3 | 3 |
| inv | 3 | 3 |
| nor2 | 3 | 3 |
| nand2 | 2 | 2 |
| mux2i | 2 | 2 |
| o22a | 2 | 2 |
| a211o | 2 | 2 |
| or2 | 1 | 1 |
| nand2b | 1 | 1 |
| nor2b | 1 | 1 |
| a21oi | 1 | 1 |
| clkdlybuf4s15 | 0 | 1 |
| clkbuf | 0 | 1 |
[what timing repair did]
item / 4_1_cts / 5_1_grt
setup buffers: 6 / 1
setup endpoints to repair: 7 / 7
pin swaps: 9 / 6
gates resized: 59 / 7
cloned: 0 / 0
[cells by family (layout without fill, tap and decap cells)]
logic type | Yosys count | in the layout | share of synthesized area
compound gates | 8 | 8 | 0.2857
simple gates | 8 | 8 | 0.2079
buf+inv | 5 | 26 | 0.1428
fa+ha+maj | 4 | 4 | 0.2598
mux | 2 | 2 | 0.1039
Power and IR drop assume default switching activity.
